$ cat flow/config.mk
export PLATFORM = sky130hd
export DESIGN_NAME = binary_division
export DESIGN_NICKNAME = binary_division
export VERILOG_FILES = /design/flow/design.v
export SDC_FILE = /design/flow/constraint.sdc
export NUM_CORES = 4
export LEC_CHECK = 1
export CORE_UTILIZATION = 50
$ cat flow/constraint.sdc
current_design binary_division

set clk_period 15.6
set clk_io_pct 0.2

create_clock -name clk0 -period $clk_period [get_ports {clk}]

set non_clock_inputs [all_inputs -no_clocks]
set_input_delay [expr $clk_period * $clk_io_pct] -clock clk0 $non_clock_inputs
set_output_delay [expr $clk_period * $clk_io_pct] -clock clk0 [all_outputs]
$ cat flow/design.v
module binary_division #(
    parameter   INTEGER_SIZE = 16,
                FRACT_SIZE = 16
) (
    input   wire                                            clk, rst, start_div,
    input   wire signed[INTEGER_SIZE+FRACT_SIZE-1:0]        dividend, divisor,
    output  reg  signed[INTEGER_SIZE+FRACT_SIZE-1:0]        Q_output,        
    output  reg                                             end_div
);
localparam NO_ITERATIONS = INTEGER_SIZE+2*FRACT_SIZE;
localparam  IDLE = 0,
            SHIFT_A = 1,
            END_OPERATION = 2;
reg  signed [NO_ITERATIONS-1:0]             Q_comb, Q_reg;
reg         [NO_ITERATIONS-1:0]             A_comb, A_reg;
reg  signed [INTEGER_SIZE+FRACT_SIZE-1:0]   M_comb, M_reg;
reg         [$clog2(NO_ITERATIONS):0]       counter, counter_seq;
reg         [1:0]                           current_state, next_state;
reg                                         sign_comb, sign_seq;
always @(posedge clk or negedge rst) begin
    if(!rst) begin
        Q_reg <= 'b0;
        M_reg <= 'b0;
        A_reg <= 'b0;
        counter_seq <= 'b0;
        current_state <= 'b0;
        sign_seq <= 1'b0;
    end
    else begin
        Q_reg <= Q_comb;
        M_reg <= M_comb;
        A_reg <= A_comb;
        counter_seq <= counter;
        current_state <= next_state;
        sign_seq <= sign_comb;
    end
end
always @(*) begin
    Q_output = 'b0;
    end_div = 'b0;
    Q_comb = 'b0;
    M_comb = 'b0;
    A_comb = 'b0;
    counter = 'b0;
    next_state = IDLE;
    sign_comb = 1'b0;
    case (current_state)
    IDLE: begin
        if(start_div) begin
            next_state = SHIFT_A;
            sign_comb = dividend[INTEGER_SIZE+FRACT_SIZE-1] ^ divisor[INTEGER_SIZE+FRACT_SIZE-1];
            if(dividend[INTEGER_SIZE+FRACT_SIZE-1]) begin
                Q_comb = (-dividend)<<FRACT_SIZE;
            end
            else begin
                Q_comb = (dividend)<<FRACT_SIZE;
            end
            if(divisor[INTEGER_SIZE+FRACT_SIZE-1]) begin
                M_comb = -divisor;
            end
            else begin
                M_comb = divisor;
            end
            A_comb = 'b0;
        end
        else begin
            next_state = IDLE;
        end
    end 
    SHIFT_A: begin
        M_comb = M_reg;
        sign_comb = sign_seq;
        if(A_reg[NO_ITERATIONS-1]) begin
            A_comb = {A_reg[NO_ITERATIONS-2:0],Q_reg[NO_ITERATIONS-1]} + M_reg;
        end
        else begin
            A_comb = {A_reg[NO_ITERATIONS-2:0],Q_reg[NO_ITERATIONS-1]} - M_reg;
        end
        if(A_comb[NO_ITERATIONS-1]) begin
            Q_comb = (Q_reg<<1);
        end
        else begin
            Q_comb = (Q_reg<<1) + 1'b1;
        end
        counter = counter_seq + 1'b1;
        if(counter == NO_ITERATIONS) begin
            next_state = END_OPERATION;
        end 
        else begin
            next_state = SHIFT_A;
        end
    end
    END_OPERATION: begin
        if(sign_seq) begin
            Q_output = -Q_reg[NO_ITERATIONS-1:0];
        end
        else begin
            Q_output = Q_reg[NO_ITERATIONS-1:0];
        end
        end_div = 1'b1;
        next_state = IDLE;
    end
    endcase
end
endmodule
$ cat flow/run.sh
#!/bin/bash
# OpenROAD 26Q1-2900-gdf79404cd8, Yosys 0.63+post, stock flow scripts
make -C /OpenROAD-flow-scripts/flow DESIGN_CONFIG=/design/flow/config.mk WORK_HOME=/design/flow/orfs finish
==> impl_metrics.toml <==
# synthesis and place-and-route metrics
[drt]
drt_wl_total_mm = 24.8
viasPerCell = 5.53
first_iter_violations = 397
drc = 0
via_count = 8670
ant_nets = 0
drt_first_pass_iters = 4
wl_per_cell_um = 15.8

[die]
die_width_um = 144
pin_count = 100
rows = 51
fp_util_pct = 51.5
die-area_mm2 = 0.0208
die_y_um = 144
coreArea_mm2 = 0.0197

[power]
power_switching_share_pct = 23.3
p_sw_w = 0.000196
p_per_area_mw_per_mm2 = 70.2
power.internal_w = 0.000646
vdd_drop_max_mv = 0.0692
p_seq_share_pct = 42.8
p_comb_share_pct = 6.5
power_leakage_nw = 5.28
p_clk_share_pct = 50.7

[global_routing]
grt_overflow = 0
grt_pass1_wl_mm = 41.7
grt_pass1_vias = 8466
grt_start_max_net_pins = 81
grt-busiest-layer = "met2"
track_usage_pct = 26.0
grt_use_met3_pct = 5.93
grt_use_met2_pct = 41.3
antenna_found_initial = 5
grtUsageMet1_pct = 38.5

[final_timing]
fin_tns_setup_ns = 0
slew_violations = 0
rsz0062_at_grt = "false"
setup_violations = 0
fin_crit_sh_pct = 42.6
relSlewSlack_pct = 42.2
fmax_ghz = 0.150
tightest_slew_ns = 0.860
hold_violations = 0
clock_skew_ns = 0.0119
post-route-min-period_ns = 6.65

[clock_tree]
root_buffer = "clkbuf_16"
ctsHoldBuffers = 0
cts_sinks = 139
clk_pin_slew_worst_paths_ns = 0.07
h-tree-depth = 4
cts_resized = 0
clk_latency_ns = 0.42
cts_buffers = 17
cts_tree = "done"
cts.path.max_buffers = 2
cts_setup_buffers = 0

[hold_path]
hp-class = "flip-flop to flip-flop"
hold_end = "counter_seq[0]"
hold_depth = 1
holdCritStartpoint = "counter_seq[0]"

[critical_path]
arrival_ns = 3.53
rr_endpoint = "Q_reg[0]"
reg2reg_depth = 20
regToRegSetupSlack_ns = 10.11
path_class = "flip-flop to output pin"
reg2reg_from = "M_reg[0]"
crit_fanout = 6
endpoint_kind = "output pin"
required_ns = 12.48
critPathLaunchType = "flip-flop"

[job]
maxCapViolations = 0
warning_count = 27

[finish]
drive_above_1_share_pct = 5.30
mostFrequentLayoutCell = "dfrtp_1"
fillers = 1756
final_util_pct = 61.0
final_cells = 1569
area_growth_pct = 18.3
final_cell_mix = "dfrtp_1 (137), nand2_1 (118), nor2_1 (112), o21ai_0 (112), clkdlybuf4s50_1 (98)"

[yosys]
synth_flops = 139
edf_count = 0
yosysWarnings = 1
syn_area_mm2 = 0.0101
ys_area_mm2 = 0.0101
avgSynthCellArea_um2 = 8.36
synthArstFlopShare_pct = 100
yosysUniqueCellTypes = 58
ys.flop_type = "dfrtp_1"
synth_cells = 1211
yosysSeqAreaShare_pct = 34.4
ys_cells = 1211

[placement]
portBuffers = 99
gp_congestion = 0.919
dp.cells = 1534
place_hpwl_mm = 18.0

[outcome]
status = "complete, no violations"
[worst max-delay path, stage by stage (launching register included)]
cell	delay [ns]
dfrtp_1	0.41
or4_1	0.59
nor4_1	0.27
nand3_1	0.17
or3_1	0.47
o31ai_1	0.34
nand2_1	0.11
xor2_1	0.15
and2_1	0.14
clkdlybuf4s50_1	0.46
[worst max-delay path by stage]
stage,startpoint,to,slack (ns),cells past startpoint
final,Q_reg[9],Q_output[31],8.95,9
after CTS,Q_reg[9],Q_output[31],8.94,9
after global routing,Q_reg[9],Q_output[31],8.65,9
[cells in the mapped netlist, types with 3 or more instances]
library cell / number / area, um^2
a21oi_1: 90 / 450
nand4_1: 18 / 113
clkbuf_1: 54 / 203
o21ai_0: 112 / 561
xnor2_1: 71 / 622
a41oi_1: 4 / 35.0
o21a_1: 9 / 67.6
or3_1: 15 / 93.8
nor3_1: 25 / 125
a211oi_1: 5 / 37.5
nor2_1: 112 / 420
o31a_1: 3 / 26.3
dfrtp_1: 138 / 3450
o41ai_1: 21 / 184
nor2b_1: 9 / 56.3
nand2_1: 118 / 443
nor4_1: 11 / 68.8
nand3_1: 18 / 90.1
o21ai_1: 3 / 15.0
xor2_1: 92 / 806
nand2b_1: 9 / 56.3
o21bai_1: 10 / 75.1
or2_2: 10 / 62.6
or4_1: 13 / 97.6
o31ai_1: 25 / 188
and3_1: 6 / 37.5
and2_1: 48 / 300
a31oi_1: 6 / 37.5
o22ai_1: 5 / 31.3
inv_1: 37 / 139
a21o_1: 23 / 173
ha_1: 53 / 663
a211o_1: 4 / 35.0
o211ai_1: 5 / 37.5
mux2i_1: 3 / 30.0
[cells by family (layout without fill, tap and decap cells)]
family / count (synthesis) / in the layout / share of synthesized area [%]
xor gates and xnor gates: 163 / 163 / 14.1
AOI/OAI and AO/OA: 334 / 334 / 20.3
adders and majority gates: 54 / 54 / 6.74
muxes: 4 / 4 / 0.408
and+or+nand+nor: 424 / 424 / 20.7
other: 0 / 3 / 0
DFF: 139 / 139 / 34.4
buffers and inverters: 93 / 183 / 3.45
[power by group through the flow]
stage / clock (W) / sequential [W] / combinational [W]
CTS: 0.000437 / 0.000360 / 0.0000561
global route: 0.000450 / 0.000360 / 0.0000612
finish: 0.000426 / 0.000360 / 0.0000549
[stage by stage]
| stage | hold WS, ns | instance area (um^2) | total power (W) | setup WS (ns) |
|---|---|---|---|---|
| final | 0.457 | 12000 | 0.000842 | 8.95 |
| after floorplan | 0.423 | 10100 | 0.000387 | 9.97 |
| after detailed placement | 0.443 | 11400 | 0.000423 | 9.35 |
| after global placement | 0.437 | 11400 | 0.000423 | 9.40 |
| after CTS | 0.460 | 12000 | 0.000853 | 8.94 |
| after global routing | 0.472 | 12000 | 0.000872 | 8.65 |
[metal layers]
metal | wire length, um | part of all wire, %
met5 | 13 | 0.053
met4 | 233 | 0.94
met3 | 1330 | 5.4
met2 | 11300 | 46
met1 | 11900 | 48
[cell type report]
cell class,instances,area [um^2],share of cell area [%]
clock inverter,14,186,1.56
sequential,139,3480,29.0
timing repair buffer,113,1100,9.16
antenna,3,7.51,0.0626
multi-input combinational,979,6300,52.6
tap,265,332,2.77
inverter,38,143,1.19
clock buffer,18,439,3.66
Power is estimated from default activity; no workload was simulated.
